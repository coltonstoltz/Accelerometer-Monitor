<file path="/design/flow/design.v">
`timescale 1ns / 1ps
module SevenSegmentDisplay(
    input logic clk,
    input logic [31:0] x,
    output logic dp,
    output logic [7:0] anodes,
    output logic [6:0] seg
);
    logic [19:0] clk_div = 0;
    logic [2:0] s;
    logic [3:0] digit;
    logic [7:0] aen;
    assign s = clk_div[19:17];
    assign dp = 1'b1;
    assign aen = 8'b11111111;  
    always_ff @(posedge clk) begin
        case (s)
            0 : digit <= x[3:0];
            1 : digit <= x[7:4];
            2 : digit <= x[11:8];
            3 : digit <= x[15:12];
            4 : digit <= x[19:16];
            5 : digit <= x[23:20];
            6 : digit <= x[27:24];
            7 : digit <= x[31:28];
            default : digit <= x[3:0];
        endcase
    end
    always_comb begin
        case(digit)
            0   : seg = 7'b1000000;
            1   : seg = 7'b1111001;
            2   : seg = 7'b0100100;
            3   : seg = 7'b0110000;
            4   : seg = 7'b0011001;
            5   : seg = 7'b0010010;
            6   : seg = 7'b0000010;
            7   : seg = 7'b1111000;
            8   : seg = 7'b0000000;
            9   : seg = 7'b0010000;
            'hA : seg = 7'b0001000;
            'hB : seg = 7'b0000011;
            'hC : seg = 7'b1000110;
            'hD : seg = 7'b0100001;
            'hE : seg = 7'b0000110;
            'hF : seg = 7'b0001110;
            default : seg = 7'b0000000;
        endcase
    end
    always_comb begin
      anodes=8'b11111111;
      if(aen[s] == 1)
        anodes[s] = 0;
    end
    always_ff @(posedge clk) begin
        clk_div <= clk_div + 1'b1;
    end
endmodule
</file>
<file path="/design/flow/run.sh">
#!/bin/bash
# OpenROAD 26Q1-2900-gdf79404cd8, Yosys 0.63+post, stock flow scripts
make -C /OpenROAD-flow-scripts/flow DESIGN_CONFIG=/design/flow/config.mk WORK_HOME=/design/flow/orfs finish
</file>
<file path="/design/flow/config.mk">
export PLATFORM = sky130hd
export DESIGN_NAME = SevenSegmentDisplay
export DESIGN_NICKNAME = SevenSegmentDisplay
export VERILOG_FILES = /design/flow/design.v
export SDC_FILE = /design/flow/constraint.sdc
export NUM_CORES = 4
export LEC_CHECK = 1
export CORE_UTILIZATION = 30
</file>
<file path="/design/flow/constraint.sdc">
current_design SevenSegmentDisplay

set clk_period 2.7
set clk_io_pct 0.2

create_clock -name clk0 -period $clk_period [get_ports {clk}]

set non_clock_inputs [all_inputs -no_clocks]
set_input_delay [expr $clk_period * $clk_io_pct] -clock clk0 $non_clock_inputs
set_output_delay [expr $clk_period * $clk_io_pct] -clock clk0 [all_outputs]
</file>
==> impl_metrics.env <==
# flow metrics
export IMPL_final_util=0.459
export IMPL_cts_tree="built"
export IMPL_firstDrtPassIters=4
export IMPL_power_density_cell_area_nw_per_um2=337
export IMPL_ys_chip_area_sq_um=1530
export IMPL_setup_worst_path_start="clk_div[17]$_DFF_P_"
export IMPL_met2WireLength_um=1270
export IMPL_critPathRequiredTime_ns=2.85
export IMPL_clockBufferDepth=2
export IMPL_final_cell_area_sq_um=2210
export IMPL_power_share_clock=0.301
export IMPL_floorplan_die_area_sq_um=5390
export IMPL_share_of_post_route_cells_with_drive_strength_above_1=0.146
export IMPL_initial_core_util=0.318
export IMPL_grt_setup_unrepaired="no"
export IMPL_number_of_top_level_pins=49
export IMPL_async_s_r_ff_share_synth=0
export IMPL_synth_yosys_num_cells=160
export IMPL_fin_tns_setup_ns=0
export IMPL_critPathLaunchType="flop"
export IMPL_cts_root_buf="clkbuf_8"
export IMPL_met1Wirelength_um=1620
export IMPL_setup_viol=0
export IMPL_static_leakage_power_nw=0.808
export IMPL_period_needed_ns=2.60
export IMPL_area_growth_synth_to_final_pct=44.6
export IMPL_die_h_um=73.4
export IMPL_reg2regPathDepth=8
export IMPL_final_max_slew_viol_count=0
export IMPL_dominantRegCellSynth="dfxtp_1"
export IMPL_final_hold_worst_slack_ns=0.420
export IMPL_max_clock_freq_mhz=384
export IMPL_route_met3_wl_um=241
export IMPL_sequentialPowerShare=0.550
export IMPL_crit_path_max_fanout=8
export IMPL_layoutNonFillerInstCount=286
export IMPL_final_period_utilization=0.963
export IMPL_grt_antenna_before_repair=0
export IMPL_yosysWarnings=1
export IMPL_power_share_switching=0.207
export IMPL_hpwl_um=2420
export IMPL_clock_latency_ns=0.27
export IMPL_yosysSeqAreaShare=0.353
export IMPL_timing_setup_critical_path_class="flop to flop"
export IMPL_r2r_slack_ns=0.1
export IMPL_place_area_sq_um=2130
export IMPL_cellInternalPower_uw=590
export IMPL_synth_flops=27
export IMPL_post_synthesis_cell_area_sq_um=1530
export IMPL_grt_overflow_total=0
export IMPL_vias=1283
export IMPL_netlist_instances=160
export IMPL_violation_tally_from_detailed_route_iteration_zero=45
export IMPL_power_switching_uw=154
export IMPL_comb_pwr_share=0.149
export IMPL_floorplan_rows=25
export IMPL_die_w_um=73.4
export IMPL_setup_worst_path_end="seg[3]$_DFF_P_"
export IMPL_critical_path_reg2reg_startpoint="clk_div[17]$_DFF_P_"
export IMPL_ctsHtreeMaxLevel=1
export IMPL_class_of_the_tightest_hold_or_removal_check="flop to flop"
export IMPL_dpl_cell_count=280
export IMPL_total_of_max_cap_violations=0
export IMPL_cts_sinks=27
export IMPL_common_cells="dfxtp_1, xnor2_1, nand2_1"
export IMPL_postRouteWirelength_um=3160
export IMPL_timing_hold_violations_final=0
export IMPL_post_synth_top_count_cell="dfxtp_1"
export IMPL_clkTransAtPathRegs_ns=0.09
export IMPL_floorplan_core_area_sq_um=4820
export IMPL_yosys_cell_types_count=43
export IMPL_cts_hold_buffers=0
export IMPL_r2r_end="seg[3]$_DFF_P_"
export IMPL_synth_largest_area_cell="dfxtp_1"
export IMPL_filler_cell_count=472
export IMPL_run_status="complete, no violations"
export IMPL_transition_time_at_the_pin_with_the_least_slew_margin_ns=0.707
export IMPL_grt_max_degree=16
export IMPL_worst_vdd_rail_ir_drop_uv=224
export IMPL_synth_avg_cell_area_sq_um=9.56
export IMPL_grt_first_pass_wirelength_um=5090
export IMPL_enable_flop_cells=0
export IMPL_tool_warnings=33
export IMPL_routability_congestion_estimate_from_global_placement=0.807
export IMPL_timing_critical_path_arrival_ns=2.75
export IMPL_cts_buffers=3
export IMPL_setup_worst_path_end_class="flop"
export IMPL_track_usage=0.121
export IMPL_highest_layer="met4"
export IMPL_vias_in_the_first_global_route=1183
export IMPL_postRouteAntennaNets=0
export IMPL_antenna_cells=0
export IMPL_ys_top_cells_by_area="dfxtp_1, ha_1, xnor2_1, nand2_1, mux2i_1"
export IMPL_timing_max_slew_rel_slack=0.527
export IMPL_port_bufs=47
export IMPL_yosys_area_top_type_share=0.353
export IMPL_timing_clock_skew_ns=0.000971
export IMPL_vias_per_cell=4.49
export IMPL_drc=0
export IMPL_drt_wirelength_per_cell_um=11.1
[state kept, by name, indices dropped and copies added, names as in the netlist]
register and flops:
seg 7, clk_div 20
[critical path, stage by stage, from the launching register on]
cell and delay (ns):
dfxtp_2 0.33, inv_1 0.07, ha_2 0.19, ha_2 0.17, or4_4 0.60, mux2i_4 0.24
buf_4 0.15, ha_1 0.24, mux4_1 0.49
[stage by stage]
stage | worst slack (ns) | power, mW
2_1_floorplan | 0.0182 | 0.455
3_3_place_gp | 0.0846 | 0.529
3_5_place_dp | 0.0711 | 0.528
4_1_cts | 0.0761 | 0.758
5_1_grt | 0.00918 | 0.781
6_report | 0.0986 | 0.745
[metal layers]
| metal | vias to the layer above | GRT usage |
|---|---|---|
| li1 | 680 | - |
| met1 | 563 | 0.178 |
| met2 | 38 | 0.195 |
| met3 | 2 | 0.0222 |
| met4 | 0 | 0.0150 |
| met5 | - | 0 |
[layout by cell type, fill, tap and decap left out, types with 2 or more instances in the layout]
| cell | instances |
|---|---|
| clkdlybuf4s50_1 | 47 |
| dfxtp_1 | 25 |
| xnor2_1 | 16 |
| nand2_1 | 15 |
| buf_4 | 14 |
| inv_1 | 11 |
| nand3_1 | 10 |
| ha_1 | 10 |
| nor2_1 | 9 |
| a22oi_1 | 5 |
| nand4_1 | 4 |
| mux2i_1 | 4 |
| and3_1 | 3 |
| xor2_1 | 3 |
| mux2_2 | 3 |
| clkbuf_8 | 3 |
| a221oi_1 | 2 |
| a32oi_1 | 2 |
| o22ai_1 | 2 |
| nand2b_1 | 2 |
| ha_2 | 2 |
| dfxtp_2 | 2 |
[power groups by stage]
stage | Sequential [mW] | Combinational, mW | Clock [mW]
CTS | 0.410 | 0.111 | 0.238
global route | 0.410 | 0.120 | 0.251
finish | 0.410 | 0.111 | 0.224
[layout make-up]
| cell class | count | area [sq um] | share of cell area |
|---|---|---|---|
| multi-input cells | 116 | 922 | 0.417 |
| repair buffers | 61 | 576 | 0.260 |
| flip-flops and latches | 27 | 543 | 0.245 |
| well taps | 67 | 83.8 | 0.0379 |
| clock buffers | 3 | 41.3 | 0.0187 |
| inverters | 11 | 41.3 | 0.0187 |
| clock inverters | 1 | 5.00 | 0.00226 |
[repair_timing]
action | CTS | global route
endpoints found under the setup margin | 0 | 1
gates resized | 0 | 5
hold endpoints to repair | 0 | 0
buffers inserted | 0 | 3
[worst min-delay path by stage]
stage,endpoint,startpoint,depth (start not counted)
final,clk_div[0]$_DFF_P_,clk_div[0]$_DFF_P_,1
after CTS,clk_div[0]$_DFF_P_,clk_div[0]$_DFF_P_,1
after global routing,clk_div[0]$_DFF_P_,clk_div[0]$_DFF_P_,1
[cell families (layout without fill, tap and decap cells)]
logic type / count (synthesis) / after routing / synth area share
AND/OR/NAND/NOR: 52 / 52 / 0.173
flip-flops: 27 / 27 / 0.353
AND-OR/OR-AND: 23 / 23 / 0.132
XOR/XNOR: 19 / 19 / 0.109
buffers and inverters: 17 / 76 / 0.0597
adder cells (fa/ha/maj): 12 / 12 / 0.0981
multiplexers: 9 / 9 / 0.0720
other: 1 / 1 / 0.00245
Power and IR drop assume default switching activity.
